[design/flow/run.sh]
#!/bin/bash
# OpenROAD 26Q1-2900-gdf79404cd8, Yosys 0.63+post, stock flow scripts
make -C /OpenROAD-flow-scripts/flow DESIGN_CONFIG=/design/flow/config.mk WORK_HOME=/design/flow/orfs finish
[design/flow/config.mk]
export PLATFORM = sky130hd
export DESIGN_NAME = ELA
export DESIGN_NICKNAME = ELA
export VERILOG_FILES = /design/flow/design.v
export SDC_FILE = /design/flow/constraint.sdc
export NUM_CORES = 4
export LEC_CHECK = 1
export CORE_UTILIZATION = 50
[design/flow/constraint.sdc]
current_design ELA

set clk_period 18.3
set clk_io_pct 0.2

create_clock -name clk0 -period $clk_period [get_ports {clk}]

set non_clock_inputs [all_inputs -no_clocks]
set_input_delay [expr $clk_period * $clk_io_pct] -clock clk0 $non_clock_inputs
set_output_delay [expr $clk_period * $clk_io_pct] -clock clk0 [all_outputs]
[design/flow/design.v]
`timescale 1ns/10ps
module ELA(clk, rst, in_data, data_rd, req, wen, addr, data_wr, done);
input   clk;
input   rst;
input   [7:0]   in_data;
input   [7:0]	data_rd;
output  reg     req;
output  reg     wen;
output  reg     [9:0]   addr;   
output  reg     [7:0]   data_wr;
output  reg     done;
reg     [5:0]   row_cnt;   
reg     [9:0]   pointer;   
reg     [7:0]   tmp_row[0:31];
reg     [7:0]   pre_row[0:31];
reg     [7:0]   pos_row[0:31];
reg     [3:0]   curt_state;
reg     [3:0]   next_state;
parameter   DIN_1=4'd0,  STO_1=4'd1,  SET_pre=4'd2,  DIN_tmp=4'd3,  SET_pos=4'd4,  ELA_cal=4'd5,  STO_ELA=4'd6,  STO_tmp=4'd7;
reg [7:0]   D1[0:31];
reg [7:0]   D2[0:31];
reg [7:0]   D3[0:31];
always@(posedge clk or posedge rst) begin
    if(rst) begin   
        pointer <= 0;
        row_cnt <= -1; 
        done <= 0;
        curt_state <= DIN_1;
    end
    else begin
        curt_state <= next_state;
        row_cnt <= (row_cnt==31)? 0 : row_cnt + 1;
        case(curt_state)
            DIN_1: begin   
                tmp_row[row_cnt] <= in_data;       
            end
            STO_1: begin   
                addr <= pointer;
                pointer <= pointer +1;
                data_wr <= tmp_row[row_cnt];
            end
            SET_pre: begin   
                pre_row[row_cnt] <= tmp_row[row_cnt];
            end
            DIN_tmp: begin   
                tmp_row[row_cnt] <= in_data;
            end
            SET_pos: begin   
                pos_row[row_cnt] <= tmp_row[row_cnt];
            end
            ELA_cal: begin   
                if(row_cnt == 0 || row_cnt == 31) begin
                    D1[row_cnt] <= 255;
                    D2[row_cnt] <= (pre_row[row_cnt]>pos_row[row_cnt]) ? (pre_row[row_cnt]-pos_row[row_cnt]) : (pos_row[row_cnt]-pre_row[row_cnt]);
                    D3[row_cnt] <= 255;          
                end
                else begin
                    D1[row_cnt] <= (pre_row[row_cnt-1]>pos_row[row_cnt+1]) ? (pre_row[row_cnt-1]-pos_row[row_cnt+1]) : (pos_row[row_cnt+1]-pre_row[row_cnt-1]);
                    D2[row_cnt] <= (pre_row[row_cnt]>pos_row[row_cnt]) ? (pre_row[row_cnt]-pos_row[row_cnt]) : (pos_row[row_cnt]-pre_row[row_cnt]);
                D3[row_cnt] <= (pre_row[row_cnt+1]>pos_row[row_cnt-1]) ? (pre_row[row_cnt+1]-pos_row[row_cnt-1]) : (pos_row[row_cnt-1]-pre_row[row_cnt+1]);          
                end
            end
            STO_ELA: begin   
                if(D2[row_cnt] <= D1[row_cnt] && D2[row_cnt] <= D3[row_cnt]) begin
                    data_wr <= (pre_row[row_cnt] + pos_row[row_cnt])/2;
                end
                else if(D1[row_cnt] <= D2[row_cnt] && D1[row_cnt] <= D3[row_cnt]) begin
                    data_wr <= (pre_row[row_cnt-1] + pos_row[row_cnt+1])/2;
                end
                else if(D3[row_cnt] <= D1[row_cnt] && D3[row_cnt] <= D2[row_cnt]) begin
                    data_wr <= (pre_row[row_cnt+1] + pos_row[row_cnt-1])/2;
                end          
                addr <= pointer;
                pointer <= pointer +1;
            end
            STO_tmp: begin   
                if(addr >= 991) begin
                    done <= 1;   
                end
                else begin
                    addr <= pointer;
                    pointer <= pointer +1;
                    data_wr <= tmp_row[row_cnt];
                end
            end
        endcase
    end
end
always@(*) begin
    if(rst) begin
        wen = 0;
        req = 1;
        next_state = DIN_1;
    end
    else begin
        case(curt_state)
            DIN_1: begin
                req = 1;   
                wen = 0;   
                next_state = (row_cnt==31) ? STO_1 : DIN_1;
            end
            STO_1: begin
                req = 0;
                wen = 1;
                next_state = (row_cnt==31) ? SET_pre : STO_1;
            end
            SET_pre: begin   
                req = 0;
                wen = 0;
                next_state = (row_cnt==31) ? DIN_tmp : SET_pre;
            end
            DIN_tmp: begin
                req = 1;
                wen = 0;
                next_state = (row_cnt==31) ? SET_pos : DIN_tmp;
            end
            SET_pos: begin
                req = 0;
                wen = 0;
                next_state = (row_cnt==31) ? ELA_cal : SET_pos;
            end
            ELA_cal: begin
                req = 0;
                wen = 0;
                next_state = (row_cnt==31) ? STO_ELA : ELA_cal;
            end
            STO_ELA: begin
                req = 0;
                wen = 1;
                next_state = (row_cnt==31) ? STO_tmp : STO_ELA;
            end
            STO_tmp: begin
                req = 0;
                wen = 1;
                next_state = (row_cnt==31) ? SET_pre : STO_tmp;
            end
        endcase
    end
end
endmodule
==> reports/metrics.cfg <==
[synthesis]
numSynthFlops=1579
ys_cells=5379
edf_count=1554
async_reset_ff_share_pct=1.27
synth.cell_area_sq_mm=0.0730
ys_warn_count=7
ys_types=92
synth_top_flop_cell=edfxtp_1
postSynthAreaPerCell_sq_um=13.6
synth_chip_area_sq_mm=0.0730
netlist_instances=5379

[critical_path]
start_kind=input pin
worst-path-max-fanout=49
crit_required_ns=14.64
criticalPathCategory=input pin to output pin
crit_top_cell=buf_4
critPathMaxStageDelay_ns=0.59
worstPathCellList=buf_4, buf_4, inv_1, buf_4, nand2_1, dlxtn_1, clkdlybuf4s50_1
crit_slowest_cell=buf_4
worst_ep_arrival_time_ns=6.00
cp-end-kind=output pin

[sta]
hold_violations=0
finClkSkew_ns=0.116
rsz0062_at_grt=false
min_period_ns=9.66
finalSetupTns_ns=0
max_freq_mhz=104
slew_headroom_pct=21.6
setup_violations=0
drv_slew=0
setup_ws_ns=8.64
unclocked_pins=5
period_used_pct=52.8
unconstrained_endpoints=5
holdWs_ns=0.467
tightestPinTransition_ns=1.17

[power]
max-vdd-ir-drop_uv=102
power.density_mw_per_mm2=86.2
total_power_mw=7.29
p_leak_nw=27.7

[placed_design]
post-place-ws_ns=8.71
hpwl_mm=268
placed_cell_area_sq_mm=0.0789
place.gp.congestion=1.23
io_buffers=30
dp_cells=7367

[clock_network]
cts_resized=0
post-cts-setup-buffers=0
cts_tree=built
htreeDepth=4
numCtsBuffers=162
holdBufCountCts=0
cts_root_buffer=clkbuf_16
cts_buffer_depth=3
worstSkewPairLatency_ns=0.90
path_clk_slew_ns=0.06

[floorplan]
ios=39
rows=139
floorplan.core_util_pct=50.6
coreArea_sq_mm=0.144
die_h_microns=384
die-area_sq_mm=0.147
die_w_microns=384

[status]
outcome=finished, final reports clean

[final_layout]
final_common_cell=edfxtp_1
nFillCells=10600
post-route-cell-area_sq_mm=0.0846
post-route-util_pct=58.7
final_cell_mix=edfxtp_1, a22oi_1, buf_4
area_growth_pct=15.9
drive_above_1_share_pct=17.5
layout.cells.non_filler=7775

[detailed_routing]
drt_iter0_markers=9032
dr.pass1.iters=14
wl_per_cell_microns=55.2
drc_errors=0
wirelength_mm=429
ant_nets=0
avgViaCountPerCell=8.34
vias=64800

[global_route]
gr-total-overflow=0
track_usage_pct=64.2
antenna_found_initial=58
grt_pass1_vias=63900
grt_pass1_wl_mm=565
grt_max_degree=51

[run]
maxCapViolCount=0
warnings=110

[hold_path]
hold_path_class=flip-flop to flip-flop

-- sequential cells by signal, summed over array words and instances, names as in the netlist --
| register | flops |
|---|---|
| pointer | 10 |
| tmp_row | 256 |
| curt_state | 3 |
| D2 | 256 |
| next_state | 3 |
| addr | 10 |
| done | 1 |
| row_cnt | 6 |
| wen | 1 |
| pre_row | 256 |
| data_wr | 8 |
| pos_row | 256 |
| D3 | 256 |
| D1 | 256 |
| req | 1 |
-- layer usage --
layer	vias to the layer above	global-route usage, %	part of all wire (%)
met5	-	28.4	0.69
met4	106	47.2	10
met3	2542	59.8	22
met2	8382	74.7	38
met1	30800	69.2	29
li1	23000	-	-
-- Yosys cell counts, drive strengths merged (14+ instances only) --
master / instances / area, sq um
and4b: 14 / 140
nand4: 184 / 1150
or2: 24 / 150
nor2: 155 / 582
a221oi: 225 / 1970
nand2b: 23 / 144
o21ai: 150 / 751
ha: 127 / 1590
nand2: 198 / 743
inv: 67 / 251
a22oi: 613 / 4600
edfxtp: 1554 / 46700
buf: 107 / 509
and3: 78 / 488
xnor2: 24 / 218
a211oi: 24 / 180
a32oi: 14 / 141
a21oi: 86 / 430
o21a: 70 / 526
o21bai: 18 / 135
a22o: 259 / 2270
o211ai: 44 / 330
nor4: 35 / 238
mux2i: 50 / 500
xor2: 16 / 140
nor3: 175 / 876
a31oi: 29 / 181
a222oi: 81 / 811
nor4bb: 19 / 190
mux2: 42 / 473
a2111oi: 31 / 278
or4: 18 / 135
nand3: 191 / 956
nor2b: 32 / 200
and4: 35 / 307
dfrtp: 14 / 350
clkbuf: 320 / 1200
and2: 46 / 290
-- critical path: cells and delay by family --
family | cells | cell delay [ns]
buf+inv | 5 | 1.63
latches | 1 | 0.37
simple gates | 1 | 0.24
-- where the power goes --
part / internal [mW] / switching [mW] / leakage (nW)
combinational: 0.00494 / 0.0170 / 10.9
sequential: 3.91 / 0.00189 / 14.3
clock: 1.83 / 1.53 / 2.55
total: 5.75 / 1.54 / 27.7
-- cell type report --
| cell class | count | area, sq um | area share [%] |
|---|---|---|---|
| timing repair buffer | 508 | 3950 | 4.67 |
| sequential | 1579 | 47300 | 55.9 |
| clock buffer | 197 | 4240 | 5.01 |
| multi-input combinational | 3310 | 25100 | 29.7 |
| antenna | 116 | 290 | 0.343 |
| tap | 1903 | 2380 | 2.82 |
| clock inverter | 95 | 1120 | 1.33 |
| inverter | 67 | 251 | 0.297 |
-- cell families after synthesis --
logic type               count (synthesis)  synth area share, %
latches                                  5                0.103
AND-OR/OR-AND                         1758                 18.6
multiplexers                            94                 1.40
flip-flops                            1574                 64.7
XOR/XNOR                                40                0.491
adder cells (fa/ha/maj)                136                 2.43
buffers and inverters                  494                 2.69
AND/OR/NAND/NOR                       1277                 9.60
other                                    1              0.00514
-- worst paths after layout --
check	slack, ns	startpoint	endpoint	depth (start not counted)
min in group asynchronous	3.60	rst	pointer[9]$_DFFE_PP0P_	4
worst min register to register	0.47	done$_DFFE_PP0P_	done$_DFFE_PP0P_	1
max in group asynchronous	14.34	rst	row_cnt[3]$_DFF_PP1_	4
worst max register to register	8.95	row_cnt[0]$_DFF_PP1_	D3[11][6]$_DFFE_PP_	20
worst min-delay path	0.47	done$_DFFE_PP0P_	done$_DFFE_PP0P_	1
worst max-delay path	8.64	rst	req	7
No activity file was given, so power comes from the tool's default toggle rates.
